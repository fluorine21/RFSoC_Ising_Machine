==> flow/design.v <==
module shifter
#(
parameter num_stages = 16,
parameter stage_width = 256
)
(
	input wire clk, rst, 
	input wire [7:0] shift_amt, 
	input wire [stage_width-1:0] dac_word_in,
	output wire [stage_width-1:0] dac_word_out
);
parameter num_samples_shifts_possible = num_stages*16;
initial begin
	if(num_stages*stage_width != 4096) begin
		$error("Number of stages times the stage width in bits must be 4096 to have 256 shift positions");
	end
end
reg [((num_stages)*stage_width)-1:0] total_reg;
wire [15:0] sample_index_offset = {4'b0, shift_amt, 4'b0};
assign dac_word_out = total_reg[sample_index_offset+:stage_width];  
always @(posedge clk or negedge rst) begin
	if(!rst) begin
		total_reg <= 0;
	end
	else begin 
		total_reg <= {total_reg[((num_stages-1)*stage_width)-1:0], dac_word_in};
	end
end
endmodule
==> flow/run.sh <==
#!/bin/bash
# OpenROAD 26Q1-2900-gdf79404cd8, Yosys 0.63+post, stock flow scripts
make -C /OpenROAD-flow-scripts/flow DESIGN_CONFIG=/design/flow/config.mk WORK_HOME=/design/flow/orfs finish
==> flow/config.mk <==
export PLATFORM = sky130hd
export DESIGN_NAME = shifter
export DESIGN_NICKNAME = shifter
export VERILOG_FILES = /design/flow/design.v
export SDC_FILE = /design/flow/constraint.sdc
export NUM_CORES = 4
export LEC_CHECK = 1
export CORE_UTILIZATION = 50
==> flow/constraint.sdc <==
current_design shifter

set clk_period 323.6
set clk_io_pct 0.2

create_clock -name clk0 -period $clk_period [get_ports {clk}]

set non_clock_inputs [all_inputs -no_clocks]
set_input_delay [expr $clk_period * $clk_io_pct] -clock clk0 $non_clock_inputs
set_output_delay [expr $clk_period * $clk_io_pct] -clock clk0 [all_outputs]
==> metrics.log <==
[metrics] run summary
INFO  metric highest_ir_drop_seen_on_vdd = 0.00531 mV
INFO  metric vias_per_inst = 7.70
INFO  metric ff2ff_path_depth = 0
INFO  metric number_of_clock_sinks_seen_by_cts = around 4100
INFO  metric cts-root-to-sink-buffers = 4
INFO  metric dr_total_vias = 277482
INFO  metric worst_skew_pair.late_latency = ~1100 ps
INFO  metric num_io_pins = 522
INFO  metric leakage = 139 nW
INFO  metric largest_register_ff_count = 4096
INFO  metric postCtsResizedCells = 0
INFO  metric crit_path_start_kind = input pin
INFO  metric ys_seq_elements = 4096
INFO  metric nFillCells = roughly 54000
INFO  metric worst_slew_margin_relative_to_its_limit = roughly 3.4%
INFO  metric report.final.hold_viol_count = 0
INFO  metric final_cells = approximately 36000
INFO  metric fin_total_pwr = 1.65 mW
INFO  metric cap_violations = 0
INFO  metric crit_buf_inv = 9
INFO  metric final_core_utilization = 54.3%
INFO  metric portBuffers = 521
INFO  metric criticalPathCategory = in2out
INFO  metric cts_tree = built
INFO  metric gate_power_share = 29.9%
INFO  metric placed_area = approximately 340000 sq um
INFO  metric overflow = 0
INFO  metric clock_tree.htree_level_count = 5
INFO  metric netlist_area = ~330000 sq um
INFO  metric finalSetupViolations = 0
INFO  metric number_of_enable_type_register_cells_in_the_synthesized_netlist = 0
INFO  metric synth.yosys.num_cells = 27503
INFO  metric grt_setup_unrepaired = no
INFO  metric grt_antenna_before_repair = ~230
INFO  metric fin_area = 353000 sq um
INFO  metric dominantRegCellSynth = sky130_fd_sc_hd__dfrtp_1
INFO  metric antenna_violating_nets_post_route = 0
INFO  metric setup.worst_path.end_class = primary output
INFO  metric setup_ws = roughly 190000 ps
INFO  metric worst_clock_skew = 74.3 ps
INFO  metric total_placed_cells_including_tap_cells = approximately 35000
INFO  metric post-cts-setup-buffer-count = 0
INFO  metric cell_at_the_slowest_stage_of_the_critical_path = sky130_fd_sc_hd__o311ai_0
INFO  metric grt_start_max_net_pins = 131
INFO  metric log.warning_count = 136
INFO  metric clockPowerShare = roughly 35%
INFO  metric clk_transition_reported_paths = 60 ps
INFO  metric layout_cell_share_with_drive_strength_beyond_1 = ~28%
INFO  metric fp.coreArea = 651000 sq um
INFO  metric flow.area_growth_from_synthesis = 7.97%
INFO  metric cts_made_buffers = approximately 460
INFO  metric cp_top_delay_family = buffers and inverters
INFO  metric synth.yosys.seq_area_share = 31.3%
INFO  metric holdPathStages = 0
INFO  metric drt-wirelength-per-cell = 44.4 um
INFO  metric cp_data_arrival_time = 73450 ps
INFO  metric floorplan.die_area = 658000 sq um
INFO  metric placement.setup.worst_slack = 185680 ps
INFO  metric core.rowCount = 296
INFO  metric final.setup.tns = 0 ps
INFO  metric post_cts_hold_buffer_count = 0
INFO  metric grt_pass1_wl = 2230000 um
INFO  metric crit_path_frequent_cell = sky130_fd_sc_hd__buf_4
INFO  metric routed_wirelength = 1600000 um
INFO  metric net-switching-power = 0.577 mW
INFO  metric finalWeightedCongestion = around 1.1
INFO  metric timing.hold.worst.class = reg2reg
INFO  metric path_max_fanout = 96
INFO  metric sw_frac_of_total = between 30% and 40%
INFO  metric gr-usage-all-layers = 51.7%
INFO  metric timing.critical_path.cells = buf_16 > buf_4 > buf_4 > buf_4 > buf_4 > buf_4 > buf_12 > buf_4 > mux4_2 > mux2_2 > nor2_1 > nor3_1 > o311ai_0 > nand2_1 > o22a_1 > clkdlybuf4s50_1
INFO  metric internal-power = 1.07 mW
INFO  metric first_global_vias = around 280k
INFO  metric synth.distinct_cells = 92
INFO  metric floorplan.die.width = 811 um
INFO  metric drt_drc_violations_left = 0
INFO  metric tightest_slew = 1410 ps
INFO  metric critical-path-max-stage-delay = 1020 ps
INFO  metric drt-pass1-iter-count = 9
INFO  metric dieHeight = ~800 um
INFO  metric relative_contribution_of_sequential_cells_to_total_power = 35.6%
INFO  metric crit_required = ~260000 ps
INFO  metric worst_hold_check_slack = 373 ps
INFO  metric synth.avg_cell_area = 11.9 sq um
INFO  metric synth-warning-count = 1
INFO  metric detailedPlacementHpwl = around 1200000 um
INFO  metric initial_utilization = about half
INFO  metric timing_max_transition_violations_final = 0
INFO  metric timing.critical_path.depth = 16
INFO  metric detailedRoute.firstIterationViolations = about 33000
INFO  metric fin_crit_sh = 42.7%
INFO  metric max_freq = between 7 and 8 MHz
INFO  metric power-per-cell-area = 4.66 nW/um^2
INFO  metric outcome = finished clean
INFO  metric post_layout_min_period = 138170 ps
INFO  metric cts_root_buf = sky130_fd_sc_hd__clkbuf_16
INFO  metric async_flop_share = about 100%
INFO  metric synth-area-yosys = 327000 sq um
INFO  metric synth_cells = 27503
-- synthesized netlist by cell type (all sizes together) (40+ instances only) --
cell type	number	share of area (%)
nor4	57	0.11
a21oi	1195	1.8
a221o	47	0.14
o2111ai	55	0.15
a311oi	55	0.15
buf	2073	4.1
a31oi	241	0.46
mux4	4774	33
o22ai	352	0.67
o2bb2ai	40	0.11
a311o	59	0.18
and2	198	0.38
a22oi	192	0.44
a22o	49	0.13
dfrtp	4096	31
o31a	47	0.13
a221oi	162	0.44
nor3	149	0.23
and3	218	0.42
nand3	394	0.60
a2111oi	68	0.19
a211o	62	0.17
o211ai	309	0.71
mux2i	2989	9.1
clkbuf	828	0.98
o221ai	154	0.41
a211oi	291	0.67
o21ai	999	1.5
nand2	4595	5.3
a32oi	68	0.18
mux2	816	2.8
nor2	1209	1.4
nor2b	41	0.078
-- cell families after synthesis --
logic type	share of synthesized area (%)
mux	44.9
simple gates	8.86
compound gates	9.80
flops	31.3
buf+inv	5.14
-- final timing paths --
check	end	slack (ps)	from
max	dac_word_out[51]	185430	shift_amt[1]
min	total_reg[272]$_DFF_PN0_	370	total_reg[16]$_DFF_PN0_
max reg2reg	total_reg[487]$_DFF_PN0_	322500	total_reg[231]$_DFF_PN0_
min reg2reg	total_reg[272]$_DFF_PN0_	370	total_reg[16]$_DFF_PN0_
max in group asynchronous	total_reg[349]$_DFF_PN0_	253700	rst
min in group asynchronous	total_reg[2547]$_DFF_PN0_	63480	rst
-- cell type report --
| type | instances | area [sq um] | share of cell area, % |
|---|---|---|---|
| multi-input combinational | 20478 | 209000 | 59.1 |
| sequential | 4096 | 102000 | 29.0 |
| timing repair buffer | 1587 | 14000 | 3.96 |
| clock buffer | 629 | 13100 | 3.72 |
| tap | 8642 | 10800 | 3.06 |
| clock inverter | 218 | 3170 | 0.898 |
| antenna | 340 | 851 | 0.241 |
| inverter | 25 | 160 | 0.0453 |
-- power by group through the flow --
stage / Sequential, mW / Combinational, mW / Clock [mW]
after global routing: 0.588 / 0.507 / 0.594
final: 0.586 / 0.492 / 0.569
after CTS: 0.583 / 0.473 / 0.573
-- cells in the final DEF (no fill, tap or decap), drive strengths merged, types with 352 or more instances in the layout --
cell and count:
mux2i 2989, clkbuf 629, o21ai 999, mux2 816, o22ai 352, clkdlybuf4s50 512, nor2 1209, nand2 4595
a21oi 1195, nand3 394, mux4 4774, buf 1075, dfrtp 4096
-- layer usage --
layer	part of all wire (%)	up-vias	global-route usage (%)
li1	-	107252	-
met1	33	141698	65.4
met2	41	23195	65.2
met3	18	5081	36.0
met4	8.2	256	32.2
met5	0.32	-	6.98
Power and IR drop assume default switching activity.
