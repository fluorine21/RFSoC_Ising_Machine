==> /design/flow/design.v <==
module delay_cal
(
	input wire clk, rst,
	input wire trig,
	input wire [255:0] static_word,
	output reg [255:0] word_out
);
reg state;
always @ (posedge clk or negedge rst) begin
	if(!rst) begin
		state <= 0;
		word_out <= 0;
	end
	else begin
		if(!state) begin
			word_out <= 0;
			if(trig) begin
				word_out <= static_word;
				state <= 1;
			end
		end
		else begin
			word_out <= 0;
			if(!trig) begin
				state <= 0;
			end
		end
	end
end
endmodule
==> /design/flow/run.sh <==
#!/bin/bash
# OpenROAD 26Q1-2900-gdf79404cd8, Yosys 0.63+post, stock flow scripts
make -C /OpenROAD-flow-scripts/flow DESIGN_CONFIG=/design/flow/config.mk WORK_HOME=/design/flow/orfs finish
==> /design/flow/config.mk <==
export PLATFORM = sky130hd
export DESIGN_NAME = delay_cal
export DESIGN_NICKNAME = delay_cal
export VERILOG_FILES = /design/flow/design.v
export SDC_FILE = /design/flow/constraint.sdc
export NUM_CORES = 4
export LEC_CHECK = 1
export CORE_AREA = 10 10 239 239
export DIE_AREA = 0 0 249 249
==> /design/flow/constraint.sdc <==
current_design delay_cal

set clk_period 4.8
set clk_io_pct 0.2

create_clock -name clk0 -period $clk_period [get_ports {clk}]

set non_clock_inputs [all_inputs -no_clocks]
set_input_delay [expr $clk_period * $clk_io_pct] -clock clk0 $non_clock_inputs
set_output_delay [expr $clk_period * $clk_io_pct] -clock clk0 [all_outputs]
==> run_results.csv <==
group,metric,value,unit
status,status,"complete, no violations",
global_route,grt-ovfl-total,0,
synthesis,syn_area,8950,um2
final_timing,rsz0062_at_grt,"false",
placement,place_ws,2.37,ns
floorplanning,core_area,51600,um2
setup_path,crit_chain,"clkdlybuf4s50_1",
clocking,cts_resized,0,
clocking,ctsHoldBuffers,0,
routing,antenna_left,0,
final_timing,hold_viol,0,
synthesis,yosys_area,8950,um2
floorplanning,initial_core_util,17.3,%
global_route,grt_max_degree,178,
power,p_leak,7.70,nW
final_timing,holdWs,0.305,ns
synthesis,async_reset_ff_share,100,%
synthesis,ff_type,"dfrtp_1",
final_timing,slew_violations,0,
clocking,cts_setup_buffers,0,
setup_path,slowest_stage,"clkdlybuf4s50_1",
global_route,grt_pass1_vias,7023,
global_route,grt_use_total,10.7,%
routing,vias,6457,
setup_path,slowest_delay,0.52,ns
routing,drt_pass1_iterations,4,
synthesis,ys_ff,257,
placement,place_inst,1711,
final_layout,drive_gt1_share,5.34,%
floorplanning,fp.dieH,249,um
final_timing,setup_viol,0,
setup_path,critPathTopFamily,"buffers and inverters",
final_layout,areaGrowthSynthToFinish,76.2,%
floorplanning,row_count,83,
clocking,cts_tree,"built",
placement,dpl.hpwl,24500,um
final_timing,fin_ws,2.27,ns
clocking,cts_sinks,257,
routing,drc,0,
synthesis,ys_cells,569,
final_timing,fin_setup_tns,0,ns
placement,numPortBuffers,514,
synthesis,enable_flop_cells,0,
placement,gp_congestion,0.797,
synthesis,syn_avg_cell_area,15.7,um2
final_timing,relSlewSlack,45.0,%
final_timing,fmax,0.395,GHz
synthesis,yosys_warnings,1,
setup_path,start_kind,"register",
clocking,path_clk_slew,0.06,ns
clocking,cts_buffers,31,
synthesis,yosysUniqueCellTypes,4,
synthesis,synth_area_leader_cell,"dfrtp_1",
synthesis,top_cell_area_share,71.8,%
clocking,max-clock-path-buffers,3,
job,warnings,37,
clocking,htree_levels,1,
global_route,antenna_found_initial,7,
global_route,grt_pass1_wl,49600,um
floorplanning,io_pins,515,
routing,via_per_inst,3.65,
routing,totalWireLength,33800,um
synthesis,common_cells,"dfrtp_1 (257), and3b_1 (256), buf_2 (54)",
clocking,clk_latency,0.57,ns
setup_path,critical_path.max_fanout,1,
final_timing,worst_slew_pin_slew,0.825,ns
setup_path,crit_buf_inv,1,
setup_path,crit_path_end_kind,"output port",
floorplanning,die_x,249,um
setup_path,critical_path_class,"register to output port",
power,power_density,327,nW/um2
final_timing,clock_skew,0.0150,ns
synthesis,syn_inst,569,
final_timing,post-route-min-period,2.53,ns
final_layout,fill_cells,5136,
synthesis,most_common_cell,"dfrtp_1",
final_layout,finish.utilization,30.6,%
floorplanning,die_area,62000,um2
setup_path,cp.arrival,1.57,ns
clocking,root_buffer,"clkbuf_16",
routing,avgRoutedWirePerCell,19.1,um
synthesis,ys_seq_share,71.8,%
final_timing,period_used_share,52.7,%
job,drv_cap,0,
routing,drt_iter0_markers,156,
synthesis,yosys-top-cells-area,"dfrtp_1 (72%), and3b_1 (25%), buf_2 (3.0%)",
setup_path,required,3.84,ns
final_layout,fin_cells,1768,
power,peakVddDrop,0.000231,V
worst_hold_path,hold_path_class,"primary input to asynchronous set/reset pin",
-- kinds of logic after synthesis --
family                 share of synthesized area (%)
buffers and inverters                           3.10
flip-flops                                      71.8
AND/OR/NAND/NOR                                 25.0
-- worst paths after layout --
kind                                from            end  slack (ns)  cells past startpoint
min reg2reg                        state  word_out[213]        1.06                      1
max reg2reg                        state  word_out[229]        2.87                      2
max in group asynchronous            rst  word_out[187]        3.50                      2
max                        word_out[146]  word_out[146]        2.27                      1
min                                  rst   word_out[99]        0.30                      1
min in group clk0                   trig          state        0.96                      1
-- report_power, final --
part	internal [mW]	total [mW]	leakage, nW	switching (mW)
sequential	2.25	2.28	3.45	0.0340
combinational	0.385	0.546	3.76	0.162
clock	1.37	2.32	0.488	0.956
-- registers in the layout, summed over array words and instances, names as in the netlist --
name,count
word_out,256
state,1
-- cell usage in the layout (no fill, tap or decap) --
cell type        synthesis  layout
and3b_1                256     256
clkinv_4                 0       2
bufinv_16                0       2
dfrtp_4                  0       1
buf_6                    0       1
clkbuf_8                 0       5
buf_12                   0       4
inv_6                    0       1
clkbuf_16                0      31
clkinv_2                 0       6
buf_8                    0       1
clkinvlp_4               0       4
clkdlybuf4s50_1          0     512
dfrtp_1                257     256
clkbuf_1                 2       4
diode_2                  0       2
-- per-layer routing --
layer | routed length (um) | up-vias | global-route usage, %
met5 | 33 | - | 0
met4 | 696 | 6 | 1.81
met3 | 4350 | 39 | 6.00
met2 | 15400 | 350 | 16.5
met1 | 13300 | 3116 | 13.0
li1 | - | 2946 | -
-- metrics by stage --
step	cell area, um2	power [mW]
floorplan	8950	2.41
global placement	14800	2.88
detailed placement	14800	2.89
CTS	15800	5.27
global route	15800	5.39
finish	15800	5.15
-- final cells by class --
class / instances / area (um2) / area share [%]
Clock inverter: 15 / 146 / 0.928
Sequential cell: 257 / 6430 / 40.8
Antenna cell: 2 / 5.00 / 0.0317
Clock buffer: 40 / 860 / 5.45
Multi-Input combinational cell: 256 / 2240 / 14.2
Tap cell: 680 / 851 / 5.40
Timing Repair Buffer: 518 / 5230 / 33.2
Power and IR drop assume default switching activity.
